$ cat run.sh
#!/bin/bash
# OpenROAD 26Q1-2900-gdf79404cd8, Yosys 0.63+post, stock flow scripts
make -C /OpenROAD-flow-scripts/flow DESIGN_CONFIG=/design/flow/config.mk WORK_HOME=/design/flow/orfs finish
$ cat constraint.sdc
current_design ALU

set clk_period 17.1
set clk_io_pct 0.2

create_clock -name clk0 -period $clk_period

set non_clock_inputs [all_inputs -no_clocks]
set_input_delay [expr $clk_period * $clk_io_pct] -clock clk0 $non_clock_inputs
set_output_delay [expr $clk_period * $clk_io_pct] -clock clk0 [all_outputs]
$ cat config.mk
export PLATFORM = sky130hd
export DESIGN_NAME = ALU
export DESIGN_NICKNAME = ALU
export VERILOG_FILES = /design/flow/design.v
export SDC_FILE = /design/flow/constraint.sdc
export NUM_CORES = 4
export LEC_CHECK = 1
export CORE_UTILIZATION = 40
$ cat design.v
module ALU(in1, in2, op_select, out, zero_flag);
input[31:0] in1, in2; 
input[4:0] op_select; 
output reg[31:0] out; 
output reg zero_flag; 
always @(in1, in2, op_select) begin
    case(op_select)
        0: begin out = in1 + in2; zero_flag = 0; end
        1: begin out = in1 - in2; zero_flag = 0; end
        2: begin out = in1 ^ in2; zero_flag = 0; end
        3: begin out = in1 | in2; zero_flag = 0; end
        4: begin out = in1 & in2; zero_flag = 0; end
        5: begin out = in1 << in2; zero_flag = 0; end
        6: begin out = in1 >> in2; zero_flag = 0; end
        7: begin out = in1 >>> in2; zero_flag = 0; end  
        8: begin out = ($signed(in1) < $signed(in2))?1:0; zero_flag = 0; end
        9: begin out = (in1 < in2)?1:0; zero_flag = 0; end
        10: begin out = 0; zero_flag = (in1 == in2)?1:0; end
        11: begin out = 0; zero_flag = (in1 != in2)?1:0; end
        12: begin out = 0; zero_flag = ($signed(in1) < $signed(in2))?1:0; end
        13: begin out = 0; zero_flag = ($signed(in1) >= $signed(in2))?1:0; end
        14: begin out = 0; zero_flag = (in1 < in2)?1:0; end
        15: begin out = 0; zero_flag = (in1 >= in2)?1:0; end
        16: begin out = 0; zero_flag = 1; end 
        default: begin out = 0; zero_flag = 0; end
    endcase
end
endmodule
==> results.toml <==
# synthesis and place-and-route metrics
[yosys]
syn_avg_cell_area_um2 = 6.63
ys_chip_area_um2 = 8950
top_cell_area_share_pct = 13.4
synth_area_um2 = 8950
area_leaders = "ha_1, mux4_2, a21oi_1, o21ai_0, nor2_1"
yosysSeqAreaShare_pct = 0
yosysTopAreaCell = "ha_1"
ys_types = 79
top_cell = "nor2_1"
ys_cells = 1350
synth_cells = 1350
yosys_warnings = 1
synthTopCellsByCount = "nor2_1, a21oi_1, nand2_1"

[routing]
wl_um = 47700
num_vias = 11298
drcViolationCount = 0
diodes = 0
wl_per_cell_um = 28.7
antenna_left = 0
via_per_inst = 6.81
drt-initial-drc-count = 1206
dr.pass1.iters = 5

[die]
chipArea_um2 = 23000
num_rows = 54
io_pins = 102
die_x_um = 152
fp_util_pct = 40.9
core-area_um2 = 21900
die_h_um = 152

[final_layout]
design_area_um2 = 10100
nClkBuffers = 0
layout-drive-gt1-share_pct = 7.98
seq_area_um2 = 0
instances_no_fill = 1659
finish.utilization_pct = 46.3
area_delta_synth_final_pct = 13.2
flop-count = 0

[clock_network]
cts_hold_buffers = 0
cts_resized = 0
post_cts.repair.setup_buffers = 0

[timing]
setup_ws_ns = 5.41
finalHoldViolCount = 0
min_period_ns = 11.69
rsz0062_at_grt = "false"
whs_ns = 8.07
setup_violations = 0
max_freq_mhz = 85.6
tns_ns = 0
worst_pin_slew_ns = 0.978
slew_headroom_pct = 34.4
fin_crit_sh_pct = 68.3
maxSlewViolCount = 0

[place]
io_buffers = 102
dp_slack_ns = 5.60
place_hpwl_um = 37700
post-place-cells = 1659
place_area_um2 = 10100
gp_congestion = 1.10

[pwr]
p_seq_share_pct = 0
net-switching-power_mw = 0.183
power_density_nw_per_um2 = 29.3
pwr-share-clk_pct = 0
p_total_mw = 0.297
leakage_nw = 3.98
internal_power_mw = 0.114
switching_share_pct = 61.7
pwr-share-comb_pct = 100.0
vdd_drop_max_uv = 18.6

[grt]
grt_max_degree = 69
antenna_found_initial = 1
grt_usage_pct = 42.1
grt_pass1_vias = 10287
grt_pass1_wl_um = 68900
grt_overflow = 0

[critical_path]
cp_common_cell = "buf_4"
cp-start-kind = "input pin"
cp_top_family = "buffers and inverters"
cp.arrival_ns = 8.27
path_class = "input pin to primary output"
critPathMaxFanout = 68
crit_path_end_kind = "primary output"
worstPathCellList = "buf_2 > buf_4 > clkinv_1 > buf_4 > ha_1 > nor4_1 > o31ai_1 > nand3_1 > a21oi_1 > o21ai_1 > o41ai_1 > a22oi_1 > xnor2_1 > o221ai_1 > clkdlybuf4s50_1"
worstPathRequired_ns = 13.68
cpPeakStageDelay_ns = 0.56
critPathSlowestCell = "o41ai_1"
path_buffers = 5

[flow_run]
warning_count = 96
cap_viol_max_count = 0

[outcome]
status = "finished clean"

[hold_path]
holdCritPathClass = "input pin to primary output"
## placed cells by master, fill, tap and decap left out, drive strengths merged, types with 11 or more instances in the layout
cell / n
nor2: 140
inv: 94
ha: 96
buf: 37
clkdlybuf4s50: 98
a22oi: 19
nand2b: 17
mux2i: 45
o221ai: 12
o211ai: 15
nor2b: 22
mux4: 38
nand3: 30
nand2: 111
o21ai: 121
or3: 12
a221oi: 16
a221o: 12
nor4: 21
o21bai: 14
a21oi: 124
xnor2: 17
mux2: 11
a31oi: 31
a211oi: 28
nor3: 53
and3: 12
o31ai: 15
## final cells by class
| type | count | area [µm²] |
|---|---|---|
| Inverter | 95 | 357 |
| Tap cell | 280 | 350 |
| Fill cell | 2296 | 11800 |
| Timing Repair Buffer | 135 | 1250 |
| Multi-Input combinational cell | 1149 | 8170 |
## kinds of logic after synthesis
family          after synthesis  share of synthesized area [%]
compound gates              487                           35.4
xor+xnor                     22                           2.15
fa+ha+maj                    98                           13.9
buf+inv                     201                           8.94
mux                          94                           16.0
simple gates                448                           23.6
## power groups by stage
| stage | Sequential, mW | Combinational [mW] | Clock (mW) |
|---|---|---|---|
| 4_1_cts | 0 | 0.290 | 0 |
| 5_1_grt | 0 | 0.317 | 0 |
| 6_report | 0 | 0.297 | 0 |
## metal layers
layer	global-route usage, %	share of wire (%)	vias to the layer above
li1	-	-	5127
met1	57.1	40	5278
met3	10.4	11	142
met4	18.6	5.3	2
met5	0	0.029	-
met2	63.5	44	749
## worst paths after layout
check | from | end | slack (ns) | cells after the start
worst max-delay path | in2[3] | out[27] | 5.41 | 15
worst min-delay path | op_select[3] | out[0] | 8.07 | 4
No activity file was given, so power comes from the tool's default toggle rates.
