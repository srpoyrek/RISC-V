### design/flow/config.mk
export PLATFORM = sky130hd
export DESIGN_NAME = data_memory
export DESIGN_NICKNAME = data_memory
export VERILOG_FILES = /design/flow/design.v
export SDC_FILE = /design/flow/constraint.sdc
export NUM_CORES = 4
export LEC_CHECK = 1
export CORE_UTILIZATION = 50
export SYNTH_MEMORY_MAX_BITS = 65536
### design/flow/constraint.sdc
current_design data_memory

set clk_period 65.8
set clk_io_pct 0.2

create_clock -name clk0 -period $clk_period [get_ports {Clk}]

set non_clock_inputs [all_inputs -no_clocks]
set_input_delay [expr $clk_period * $clk_io_pct] -clock clk0 $non_clock_inputs
set_output_delay [expr $clk_period * $clk_io_pct] -clock clk0 [all_outputs]
### design/flow/design.v
module data_memory(Clk, Rst, Rd_data, Addr, Wr_data, MemWrite, MemRead);
parameter n_addr = 8;   
parameter size = 2**n_addr;  
parameter n_bit = 32;  
input Clk, Rst;
input MemWrite, MemRead;  
input [n_addr-1:0] Addr;  
input [n_bit-1:0] Wr_data;  
output reg[n_bit-1:0] Rd_data;  
reg [n_bit-1:0] MEM [size-1:0];   
always @ (posedge Clk) begin
	if (~Rst) begin
		Rd_data<= 32'dx;
	end 
	else begin
		if (MemWrite) begin
			MEM[Addr] <= Wr_data;   
			Rd_data<= 32'dx;
		end
		else begin 
			if (MemRead) Rd_data <= MEM[Addr];   
			else Rd_data<= 32'dx;
		end
	end
end
endmodule
### design/flow/run.sh
#!/bin/bash
# OpenROAD 26Q1-2900-gdf79404cd8, Yosys 0.63+post, stock flow scripts
make -C /OpenROAD-flow-scripts/flow DESIGN_CONFIG=/design/flow/config.mk WORK_HOME=/design/flow/orfs finish
==> flow_summary.ini <==
; physical design summary
[cts]
clkTransAtPathRegs_ns = 0.06
post_cts_buffers = 0
cts_sinks = 8224
clkLatencyLatePin_ns = 1.17
cts_htree_levels = 6
ctsResizeCount = 0
cts_buffers = 805
cts_root_buf = clkbuf_16
holdBufCountCts = 0
cts_buffer_depth = 4
cts_tree = built

[flow_run]
warnings = 43
cap_violations = 0

[synth]
syn_area_sq_um = 308900
yosys_warnings = 1
synth_cells = 13070
ys_seq_share = 0.7985
ys_ff = 8224
ys_types = 21
yosys_area_sq_um = 308900
ys_cells = 13070
synth.avg_cell_area_sq_um = 23.64

[sta]
skew_ns = 0.05465
setup_tns_ns = 0
setup_ws_ns = 46.85
max_freq_mhz = 52.77
grt_setup_unrepaired = false
period_used_share = 0.2880
setup_viol = 0
drv_slew = 0
worst_slew_pin_slew_ns = 1.191
slew_headroom = 0.2058
layout_min_cycle_time_ns = 18.95
hold_viol = 0
holdWs_ns = 0.8795

[placement]
post-dp-hpwl_microns = 479400
dp_worst_setup_slack_ns = 45.45
place_congestion = 0.8768
port_buffers = 74
place_area_sq_um = 326100

[status]
outcome = finished, final reports clean

[routing]
viasPerCell = 6.366
drc_errors = 0
vias = 145200
wl_microns = 855900
antenna_left = 0
drt_first_pass_iters = 6
wire_per_inst_microns = 37.53
first_iter_violations = 9551

[grt]
grt_max_degree = 115
grt_pass1_vias = 165800
grt_pass1_wl_microns = 1194000
track_usage = 0.3157
antenna_found_initial = 34
grt-ovfl-total = 0

[floorplan]
die_h_microns = 788.0
fp_util = 0.5022
die_x_microns = 788.0
core_sq_um = 615100
rows = 288
ios = 76
dieArea_sq_um = 620900

[final_layout]
final_common_cell = edfxtp_1
final_cell_area_sq_um = 351300
drive_gt1_frac = 0.2996
fillers = 42160
most-common-layout-cells = 8,192 x edfxtp_1, 2,048 x mux4_2, 1,024 x a22oi_1
syn2layout_area_growth_pct = 13.73
finish.utilization = 0.5711

[worst_hold_path]
min_path_type = reg -> reg
holdPathStages = 5

[worst_setup_path]
cp.arrival_ns = 19.92
critPathKind = in -> reg
cp.required_ns = 66.77
reg2reg_depth = 6
crit_fanout = 68
worstSetupEndpointType = register
crit_path_start_kind = input pin
regToRegSetupSlack_ns = 62.63

[pwr]
vdd_drop_max_mv = 0.03103
p_leak_uw = 0.1075
p_per_area_nw_per_um2 = 30.38
-- final timing paths --
kind                           from             endpoint
max reg2reg  MEM[239][29]$_DFFE_PP_  Rd_data[29]$_DFF_P_
min reg2reg  MEM[130][11]$_DFFE_PP_  Rd_data[11]$_DFF_P_
min          MEM[130][11]$_DFFE_PP_  Rd_data[11]$_DFF_P_
max                         Addr[0]  Rd_data[23]$_DFF_P_
-- metrics by stage --
step                instances  total power, uW
finish                  22810            10670
global placement        21320             6371
detailed placement      21320             6386
CTS                     22790            10730
floorplan               13070             6120
global route            22800            10960
-- power breakdown --
part / total [uW] / internal [uW] / switching, uW
clock: 4390 / 2470 / 1920
sequential: 5780 / 5770 / 10.6
combinational: 495 / 168 / 328
-- final cells by class --
class                           count  area (sq um)  share of cell area
Sequential cell                  8224        246600              0.7021
Multi-Input combinational cell   4053         61640              0.1755
Clock buffer                     1004         21080             0.06001
Tap cell                         8120         10160             0.02892
Timing Repair Buffer              922          7627             0.02171
Clock inverter                    468          4109             0.01170
Antenna cell                       17         42.54           0.0001211
-- sequential cells by signal, summed over array words and instances (netlist names) --
name     cells
MEM       8192
Rd_data     32
-- routing by layer --
| layer | up-vias | global-route usage | share of wire |
|---|---|---|---|
| met4 | 86 | 0.1144 | 0.052 |
| met3 | 1844 | 0.3244 | 0.24 |
| li1 | 58800 | - | - |
| met1 | 72090 | 0.3243 | 0.26 |
| met5 | - | 0.04150 | 0.0040 |
| met2 | 12380 | 0.4254 | 0.45 |
-- kinds of logic after synthesis --
group	after synthesis	share of synthesized area
mux	2048	0.1493
flops	8224	0.7985
compound gates	1664	0.03681
buf+inv	788	0.01082
simple gates	341	0.004545
-- critical path, stage by stage --
cell	delay, ns
buf_16	0.28
buf_4	0.55
buf_4	0.49
buf_4	0.65
buf_12	0.52
buf_4	0.61
buf_12	0.52
buf_4	0.70
mux4_2	0.58
a22oi_1	0.27
a21oi_1	0.33
o41ai_2	0.70
nand4_1	0.24
-- cells in the mapped netlist (all sizes together) --
cell type	n	area share
and4	1	0.000028
nor2	259	0.0031
buf	287	0.0047
nor3	1	0.000016
dfxtp	32	0.0021
and2	3	0.000061
nor2b	6	0.00012
mux4	2048	0.15
nor3b	2	0.000049
a22oi	1024	0.025
a21oi	512	0.0083
edfxtp	8192	0.80
nand4	32	0.00065
nand2	34	0.00041
or2	1	0.000020
o41ai	128	0.0036
nand2b	2	0.000041
clkbuf	501	0.0061
Power is estimated from default activity; no workload was simulated.
