## /design/flow/run.sh

```bash
#!/bin/bash
# OpenROAD 26Q1-2900-gdf79404cd8, Yosys 0.63+post, stock flow scripts
make -C /OpenROAD-flow-scripts/flow DESIGN_CONFIG=/design/flow/config.mk WORK_HOME=/design/flow/orfs finish
```

## /design/flow/config.mk

```make
export PLATFORM = sky130hd
export DESIGN_NAME = register_bank
export DESIGN_NICKNAME = register_bank
export VERILOG_FILES = /design/flow/design.v
export SDC_FILE = /design/flow/constraint.sdc
export NUM_CORES = 4
export LEC_CHECK = 1
export CORE_UTILIZATION = 40
```

## /design/flow/constraint.sdc

```tcl
current_design register_bank

set clk_period 8.3
set clk_io_pct 0.2

create_clock -name clk0 -period $clk_period [get_ports {Clk}]

set non_clock_inputs [all_inputs -no_clocks]
set_input_delay [expr $clk_period * $clk_io_pct] -clock clk0 $non_clock_inputs
set_output_delay [expr $clk_period * $clk_io_pct] -clock clk0 [all_outputs]
```

## /design/flow/design.v

```verilog
module register_bank(Clk, Rst, Rd_reg_1, Rd_reg_2, Wr_reg, Wr_data, Rd_data_1,Rd_data_2, Reg_write);
parameter n_addr = 5;   
parameter n_reg = 32;  
parameter n_bit = 2**n_addr;  
input Clk, Rst;
input Reg_write;  
input [n_addr-1:0] Rd_reg_1, Rd_reg_2, Wr_reg;  
input [n_bit-1:0] Wr_data;  
output [n_bit-1:0] Rd_data_1, Rd_data_2;  
reg [n_bit-1:0] bank [n_reg-1:0];   
assign Rd_data_1 = bank [Rd_reg_1];  
assign Rd_data_2 = bank [Rd_reg_2];
always @ (posedge Clk) begin
	if (Rst) begin
		if (Reg_write) bank[Wr_reg] <= Wr_data;   
	end
end
endmodule
```

==> results.tsv <==
stage	metric	value	unit
critical_path	critPathMaxFanout	69	
floorplan	row_count	127	
logic_synthesis	synthArstFlopShare	0	
placement	gp_congestion	0.886	
critical_path	start_kind	input pin	
cells_and_area	final_cell_mix	mux2i_1, edfxtp_1, nand2_1, nand3_1	
critical_path	path_delay_family	buffers and inverters	
logic_synthesis	flop_cell	edfxtp_1	
cells_and_area	regArea	30700	sq um
critical_path	worstSetupPathDepth	8	
clocking	cts_setup_buffers	0	
cells_and_area	fin_util	0.458	
clocking	cts_inserted_buffers	103	
job	maxCapViolations	0	
cells_and_area	largest_reg_flops	1024	
placement	place.port_buffers	113	
critical_path	cp-startpoint	Rd_reg_2[2]	
sta	worst_slew_pin_slew	826	ps
sta	slew_violations	0	
critical_path	crit_path_end_kind	output port	
pwr	peakVddDrop	149	uV
worst_hold_path	min_path_cells	2	
drt	dr.pass1.iters	5	
logic_synthesis	yosys_cells	3388	
clocking	clock_path_buffers	3	
sta	hold_viol	0	
job	tool_warnings	26	
cells_and_area	largestRegisters	bank (1024)	
logic_synthesis	edf_count	1024	
cells_and_area	drive_gt1_frac	0.0925	
cells_and_area	area_growth	13.1	%
floorplan	die_width	351	microns
logic_synthesis	syn_area_per_cell	14.4	sq um
critical_path	cpMaxStageDelayCell	clkdlybuf4s50_1	
sta	post-route-min-period	6600	ps
run_status	status	complete, no violations	
sta	clock.fmax	0.152	GHz
global_route	grt_max_degree	95	
sta	setup_tns	0	ps
critical_path	arrival	4940	ps
logic_synthesis	ys_ff	1024	
floorplan	pin_count	114	
global_route	antenna_found_initial	11	
logic_synthesis	ys_seq_frac	0.630	
global_route	grt-ovfl-total	0	
clocking	postCtsHoldBufs	0	
drt	vias	30900	
sta	period_used_share	0.795	
global_route	grt_use_total	0.266	
clocking	cts_sinks	1024	
pwr	pwr_density_cell	206	nW/um^2
worst_hold_path	min_from	Wr_data[13]	
drt	drt_wl_total	153000	microns
floorplan	die_area	123000	sq um
sta	slew_headroom	0.448	
drt	drtIter0Drc	1973	
drt	vias_per_cell	5.95	
drt	drt.antenna.violating_nets	0	
sta	grt_setup_unrepaired	no	
cells_and_area	fill_cells	10500	
logic_synthesis	synthDistinctLibCells	25	
clocking	cts_tree	done	
critical_path	path_class	in2out	
critical_path	slowest_delay	600	ps
clocking	cts_resized	0	
floorplan	die_h	351	microns
global_route	grt_pass1_vias	31700	
drt	wl_per_cell	29.5	microns
clocking	htree_levels	3	
floorplan	core_area	120000	sq um
logic_synthesis	yosys_area	48800	sq um
critical_path	path_common_cell	clkdlybuf4s50_1	
drt	drc_errors	0	
clocking	path_clk_slew	60	ps
placement	dp_hpwl	85800	microns
critical_path	crit_required	6640	ps
logic_synthesis	synth_area	48800	sq um
logic_synthesis	yosysWarnings	1	
global_route	grt_pass1_wl	218000	microns
cells_and_area	comb_area	16800	sq um
worst_hold_path	hp-class	in2reg	
critical_path	cp_cell_sequence	clkdlybuf4s50_1 -> nor2b_4 -> buf_12 -> a22o_1 -> nor3_1 -> a31oi_1 -> nand3_1 -> clkdlybuf4s50_1	
cells_and_area	regMostFlops	bank	
clocking	clockRootBuffer	clkbuf_16	
logic_synthesis	netlist_instances	3388	
critical_path	path_buffers	3	
sta	setup_violations	0	
pwr	p_leak	20.1	nW
floorplan	fp_util	0.405	
## path summary, 6_finish.rpt
| path | end | slack, ps |
|---|---|---|
| hold / removal | bank[10][13]$_DFFE_PP_ | 1800 |
| setup / recovery | Rd_data_2[12] | 1700 |
## metrics by stage
step           instance area (sq um)  cells  power, mW  hold WS [ps]  setup slack (ps)
2_1_floorplan                  48800   3388       6.42          1760              3920
4_1_cts                        55200   5181       11.4          1780              1750
6_report                       55200   5182       11.4          1800              1700
3_5_place_dp                   51900   4992       6.86          2490              1760
5_1_grt                        55200   5181       11.7          1800              1650
3_3_place_gp                   51900   4992       6.86          2490              1790
## synth_stat cells, drive strengths merged (3+ instances only)
cell    count  area [sq um]
edfxtp   1024         30700
mux2i    1024         10200
nand2     197           739
nand3     193           966
a21oi     192           961
a22oi     192          1440
buf       167          1230
a22o      128          1120
clkbuf     86           338
a31oi      64           400
nor3       64           320
nor2       36           135
nand2b      4          25.0
nor2b       4          25.0
nand3b      3          22.5
## cells by family (layout without fill, tap and decap cells)
group                  after synthesis  count (layout)  synth area share
AND-OR/OR-AND                      576             576            0.0804
flip-flops                        1024            1024             0.630
buffers and inverters              253             434            0.0321
AND/OR/NAND/NOR                    511             511            0.0472
other                                0               1                 0
multiplexers                      1024            1024             0.210
## routing by layer
| metal | wire, microns | GRT usage |
|---|---|---|
| met5 | 110 | 0.00196 |
| met4 | 4150 | 0.0600 |
| met2 | 70800 | 0.396 |
| met1 | 55200 | 0.341 |
| met3 | 22500 | 0.166 |
## where the power goes
part	internal (mW)	switching, mW
clock network	2.64	1.96
registers	5.73	0.0139
logic	0.387	0.634
total	8.75	2.60
## final cells by class
cell class	instances	share of cell area
flip-flops and latches	1024	0.557
multi-input cells	2111	0.304
clock buffers	126	0.0494
repair buffers	245	0.0425
well taps	1612	0.0365
clock inverters	63	0.0102
diodes	1	0.0000453
Power figures rest on the tool's default switching activity, not on a simulated workload.
